### design.v
module ALU (
    input  wire       clk,       
    input  wire       Ain,       
    input  wire       Gin,       
    input  wire       AddSub,    
    input  wire       Gout,      
    inout  wire [7:0] buswires   
);
reg [7:0] A;     
reg [7:0] G;     
wire [7:0] temp;  
always @ (posedge clk) begin
    if (!Ain && !Gin && !AddSub && !Gout) begin
    end else begin
        if (Ain) begin
            A <= buswires;  
        end else if (Gin) begin
            G <= temp;      
        end
    end
end
assign temp = (AddSub) ? (A + buswires) : (A - buswires);  
assign buswires = (Gout) ? G : 8'hZZ;
endmodule
module R0 (
    input  wire       clk,       
    input  wire       Rin,       
    input  wire       Rout,      
    inout  wire [7:0] buswires   
);
reg [7:0] R0_reg;  
reg       enable;  
always @ (posedge clk) begin
    if (Rin) begin
        R0_reg <= buswires;  
        enable <= 0;         
    end
    if (Rout) begin
        enable <= 1;         
    end
    if (!Rin && !Rout) begin
        enable <= 0;         
    end
end
assign buswires = enable ? R0_reg : 8'bz;
endmodule
module buswires (
    input  wire [7:0] Data,     
    input  wire       Entern,   
    inout  wire [7:0] BusWires  
);
assign BusWires = Entern ? Data : 8'bz;
endmodule
module control (
    input  wire       clk,       
    input  wire       reset,     
    input  wire       Run,       
    input  wire [1:0] Rx,        
    input  wire [1:0] Ry,        
    input  wire [1:0] Fun,       
    output reg        Done,      
    output reg        Entern,    
    output reg        AddSub,    
    output reg        Ain,       
    output reg        Gin,       
    output reg        Gout,      
    output reg        Rout0, Rout1, Rout2, Rout3,  
    output reg        Rin0, Rin1, Rin2, Rin3       
);
reg [3:0] state_ALU;    
reg [1:0] state_Load;   
reg [4:0] state_Move;   
task clear_RinRout;
begin
    Rin0 <= 0; Rin1 <= 0; Rin2 <= 0; Rin3 <= 0;
    Rout0 <= 0; Rout1 <= 0; Rout2 <= 0; Rout3 <= 0;
end
endtask
task clear_Rin;
begin
    Rin0 <= 0; Rin1 <= 0; Rin2 <= 0; Rin3 <= 0;
end
endtask
task clear_Rout;
begin
    Rout0 <= 0; Rout1 <= 0; Rout2 <= 0; Rout3 <= 0;
end
endtask
always @ (posedge clk or posedge reset) begin
    if (reset) begin
        Done     <= 0;
        Entern   <= 0;
        AddSub   <= 0;
        Ain      <= 0;
        Gin      <= 0;
        Gout     <= 0;
        clear_RinRout();
        state_ALU  <= 4'b0001;  
        state_Load <= 2'b01;    
        state_Move <= 5'b00001; 
    end else begin
        if (Fun == 2'b10 || Fun == 2'b11) begin
            case (state_ALU)
                4'b0001: begin  
                    if (Run) begin
                        Done  <= 1;
                        Gout  <= 0;  
                        case (Rx)
                            2'b00: Rout0 <= 1;
                            2'b01: Rout1 <= 1;
                            2'b10: Rout2 <= 1;
                            2'b11: Rout3 <= 1;
                        endcase
                        clear_Rin();
                        state_ALU <= 4'b0010;
                    end else begin
                        state_ALU <= 4'b0001;
                        clear_RinRout();
                    end
                end
                4'b0010: begin  
                    case (Rx)
                        2'b00: Rout0 <= 0;
                        2'b01: Rout1 <= 0;
                        2'b10: Rout2 <= 0;
                        2'b11: Rout3 <= 0;
                    endcase
                    case (Ry)
                        2'b00: Rout0 <= 1;
                        2'b01: Rout1 <= 1;
                        2'b10: Rout2 <= 1;
                        2'b11: Rout3 <= 1;
                    endcase
                    Ain    <= 1;
                    AddSub <= (Fun == 2'b10) ? 1 : 0;  
                    state_ALU <= 4'b0100;
                end
                4'b0100: begin  
                    case (Ry)
                        2'b00: Rout0 <= 0;
                        2'b01: Rout1 <= 0;
                        2'b10: Rout2 <= 0;
                        2'b11: Rout3 <= 0;
                    endcase
                    Ain <= 0;
                    Gin <= 1;
                    state_ALU <= 4'b1000;
                end
                4'b1000: begin  
                    Gin  <= 0;
                    Gout <= 1;  
                    case (Rx)
                        2'b00: Rin0 <= 1;
                        2'b01: Rin1 <= 1;
                        2'b10: Rin2 <= 1;
                        2'b11: Rin3 <= 1;
                    endcase
                    Done <= 0;
                    state_ALU <= 4'b0001;
                end
                default: begin
                    Done   <= 0;
                    Ain    <= 0;
                    Gin    <= 0;
                    AddSub <= 0;
                    clear_RinRout();
                    state_ALU <= 4'b0001;
                end
            endcase
        end 
        else if (Fun == 2'b00) begin
            case (state_Load)
                2'b01: begin  
                    if (Run) begin
                        Done <= 1;
                        case (Rx)
                            2'b00: Rin0 <= 1;
                            2'b01: Rin1 <= 1;
                            2'b10: Rin2 <= 1;
                            2'b11: Rin3 <= 1;
                        endcase
                        clear_Rout();
                        Gout   <= 0;  
                        Entern <= 1;  
                        state_Load <= 2'b10;
                    end else begin
                        state_Load <= 2'b01;
                    end
                end
                2'b10: begin  
                    Entern <= 0;
                    case (Rx)
                        2'b00: Rin0 <= 0;
                        2'b01: Rin1 <= 0;
                        2'b10: Rin2 <= 0;
                        2'b11: Rin3 <= 0;
                    endcase
                    Done <= 0;
                    state_Load <= 2'b01;
                end
                default: state_Load <= 2'b01;
            endcase
        end 
        else if (Fun == 2'b01) begin
            case (state_Move)
                5'b00001: begin  
                    if (Run) begin
                        Done  <= 1;
                        Gout  <= 0;  
                        case (Ry)
                            2'b00: Rout0 <= 1;
                            2'b01: Rout1 <= 1;
                            2'b10: Rout2 <= 1;
                            2'b11: Rout3 <= 1;
                        endcase
                        clear_Rin();
                        state_Move <= 5'b00010;
                    end else begin
                        state_Move <= 5'b00001;
                    end
                end
                5'b00010: begin  
                    case (Ry)
                        2'b00: Rout0 <= 0;
                        2'b01: Rout1 <= 0;
                        2'b10: Rout2 <= 0;
                        2'b11: Rout3 <= 0;
                    endcase
                    case (Rx)
                        2'b00: Rin0 <= 1;
                        2'b01: Rin1 <= 1;
                        2'b10: Rin2 <= 1;
                        2'b11: Rin3 <= 1;
                    endcase
                    state_Move <= 5'b00100;
                end
                5'b00100: begin  
                    case (Rx)
                        2'b00: Rin0 <= 0;
                        2'b01: Rin1 <= 0;
                        2'b10: Rin2 <= 0;
                        2'b11: Rin3 <= 0;
                    endcase
                    Done <= 0;
                    state_Move <= 5'b00001;
                end
                default: begin
                    state_Move <= 5'b00001;
                end
            endcase
        end
    end
end
endmodule
module top (
    input  wire       clk,        
    input  wire       reset,      
    input  wire       Run,        
    input  wire [1:0] Rx,         
    input  wire [1:0] Ry,         
    input  wire [1:0] Fun,        
    input  wire [7:0] Data,       
    output wire       Done,       
    inout  wire [7:0] BusWires    
);
wire Rin0, Rin1, Rin2, Rin3;
wire Rout0, Rout1, Rout2, Rout3;
wire Ain, Gin, Gout, AddSub, Entern;
ALU alu (
    .clk(clk),
    .Ain(Ain),
    .Gin(Gin),
    .AddSub(AddSub),
    .Gout(Gout),
    .buswires(BusWires)
);
control controller (
    .clk(clk),
    .reset(reset),
    .Run(Run),
    .Rx(Rx),
    .Ry(Ry),
    .Fun(Fun),
    .Done(Done),
    .Rin0(Rin0),
    .Rin1(Rin1),
    .Rin2(Rin2),
    .Rin3(Rin3),
    .Rout0(Rout0),
    .Rout1(Rout1),
    .Rout2(Rout2),
    .Rout3(Rout3),
    .Ain(Ain),
    .Gin(Gin),
    .Gout(Gout),
    .AddSub(AddSub),
    .Entern(Entern)
);
buswires buswires_inst (
    .Data(Data),
    .Entern(Entern),
    .BusWires(BusWires)
);
R0 r0 (
    .clk(clk),
    .Rin(Rin0),
    .Rout(Rout0),
    .buswires(BusWires)
);
R0 r1 (
    .clk(clk),
    .Rin(Rin1),
    .Rout(Rout1),
    .buswires(BusWires)
);
R0 r2 (
    .clk(clk),
    .Rin(Rin2),
    .Rout(Rout2),
    .buswires(BusWires)
);
R0 r3 (
    .clk(clk),
    .Rin(Rin3),
    .Rout(Rout3),
    .buswires(BusWires)
);
endmodule
### run.sh
#!/bin/bash
# OpenROAD 26Q1-2900-gdf79404cd8, Yosys 0.63+post, stock flow scripts
make -C /OpenROAD-flow-scripts/flow DESIGN_CONFIG=/design/flow/config.mk WORK_HOME=/design/flow/orfs finish
### config.mk
export PLATFORM = sky130hd
export DESIGN_NAME = top
export DESIGN_NICKNAME = top
export VERILOG_FILES = /design/flow/design.v
export SDC_FILE = /design/flow/constraint.sdc
export NUM_CORES = 4
export LEC_CHECK = 1
export CORE_AREA = 10 10 70 70
export DIE_AREA = 0 0 80 80
### constraint.sdc
current_design top

set clk_period 2.1
set clk_io_pct 0.2

create_clock -name clk0 -period $clk_period [get_ports {clk}]

set non_clock_inputs [all_inputs -no_clocks]
set_input_delay [expr $clk_period * $clk_io_pct] -clock clk0 $non_clock_inputs
set_output_delay [expr $clk_period * $clk_io_pct] -clock clk0 [all_outputs]
==> job_summary.md <==
### Metrics collected by this job

| Metric | Value |
|---|---|
| Top cells by area, synth | dfrtp_1, buf_4, dfstp_2 |
| Most frequent cells after synthesis | buf_4, dfrtp_1, nand2_1 |
| Count leader, synth | buf_4 |
| Largest area contributor in the netlist | dfrtp_1 |
| Synth cell types | 21 |
| Synth Flop Type | dfrtp_1 |
| #FFs+latches synth | 10 |
| Post-synth ARST share | about 100% |
| Area leader share | 28.5% |
| Tool error | ERROR: Found 8 problems in 'check -assert'. |
| Register area share after synthesis | 41.3% |
| Failed at | synthesis |
| Yosys Warn Count | 6 |
| # Cells Yosys | around 62 |
| Status | aborted with a tool error |
| YS chip area | 616 sq um |
| Count of library flops with an enable pin | 0 |
## logic make-up after synthesis
| kind of cell | synth area share (%) |
|---|---|
| AOI/OAI and AO/OA | 10.6 |
| and+or+nand+nor | 20.7 |
| buffers and inverters | 23.2 |
| other | 0.609 |
| muxes | 3.66 |
| DFF | 41.3 |
